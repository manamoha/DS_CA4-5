--- /design/flow/design.v ---
module DeMultiplexer(input rst, serIn, outEn, input [1:0] port, output logic P0, P1, P2, P3);
	assign {P0, P1, P2, P3} = 	(outEn == 0) ? 4'bz:
					(port == 2'b00) ? {serIn, 3'bz} :
					(port == 2'b01) ? {1'bz, serIn , 2'bz}:
					(port == 2'b10) ? {2'bz, serIn , 1'bz}:
					(port == 2'b11) ? {3'bz, serIn} : 4'bz;
endmodule
module MSSD (input Clk, reset, serIn, output P0, P1, P2, P3, outValid, error, output logic[1:0] d);
	logic onecountCo, TwocountCo, downcountCo, onecountEn, tworegEn, twocountEn, fourregEn, downcountEn, outEn, donerst;
	MSSD1 controller(Clk, reset, serIn, onecountCo, TwocountCo, downcountCo, onecountEn, tworegEn, twocountEn, fourregEn, downcountEn, outEn, donerst, outValid, error);
	MSSD2 DataPath(Clk, (donerst | reset), onecountEn, twocountEn, tworegEn, fourregEn, downcountEn, outEn, serIn, onecountCo, TwocountCo, downcountCo, P0, P1, P2, P3, d);
endmodule
module	MSSD1(input Clk, reset, serIn, onecountCo, TwocountCo, downcountCo, output logic onecountEn, tworegEn, twocountEn, fourregEn, downcountEn, outEn, donerst, outValid, error);
	logic [1:0]ns, ps;
	parameter [1:0]NoData = 2'b00, PortNum = 2'b01, ByteNum = 2'b10, Data = 2'b11;
	always @(Clk, ps, onecountCo, TwocountCo, downcountCo)begin
		case(ps)
			NoData : ns <= (serIn | error) ? NoData : PortNum;
			PortNum : ns <= onecountCo ? ByteNum : PortNum;
			ByteNum : ns <= TwocountCo ? Data : ByteNum;
			Data : ns <= downcountCo ? NoData : Data;
			default : ns <= NoData;
		endcase
	end
	always @(ps, ns, onecountCo, TwocountCo, downcountCo)begin
		onecountEn = 1'b0; tworegEn = 1'b0; twocountEn = 1'b0; fourregEn = 1'b0; downcountEn = 1'b0; outEn = 1'b0;
		case(ns)
			NoData : 	begin
					downcountEn = 0;
					outEn = 0;
					onecountEn = 0;
					tworegEn = 0;
					twocountEn = 0;
					fourregEn = 0;
					outValid = 0; 
					end
			PortNum : 	begin 
					onecountEn = 1;
					tworegEn = 1;
					end
			ByteNum : 	begin 
					twocountEn = 1;
					fourregEn = 1; 
					onecountEn = 0;
					tworegEn = 0;
					end
			Data : 		begin 
					downcountEn = 1;
					outEn = 1;
					twocountEn = 0;
					fourregEn = 0;
					outValid = 1; 
					end
		endcase
	end
	always @(negedge Clk, posedge reset)begin
		if(reset) begin
			ps<=NoData;
			error = 0;
		end
		else begin
			if(((ps==Data)&(ns==NoData)) | (error==1)) begin
				error = ~serIn;
			end
			if((ps==Data)&(ns==NoData)) begin
				donerst = 1;
			end
			else donerst=0;
			ps<=ns;
		end
	end
endmodule
module MSSD2(input Clk, reset, onecountEn, twocountEn, tworegEn, fourregEn, downcountEn, outEn, serIn, output onecountCo, TwocountCo, downcountCo, P0, P1, P2, P3, output logic[1:0] portNum);
	wire [3:0] byteNum;
	one_bit_counter counter1(Clk, reset, onecountEn, onecountCo);
	two_bit_register register1(Clk, reset, serIn, tworegEn, portNum);
	two_bit_counter counter2(Clk, reset, twocountEn, TwocountCo);
	four_bit_register register2(Clk, reset, serIn, fourregEn, byteNum);
	logic [6:0] bitNum;
	assign	bitNum = byteNum<<3;
	down_counter downcount(Clk, reset, downcountEn, bitNum, downcountCo);
	DeMultiplexer DeMux(reset, serIn, downcountEn, portNum, P0, P1, P2, P3);
endmodule
module down_counter(input clk, rst, en, input[6:0] countnum, output logic co);
	logic[6:0] count = 7'b0000000;
	always @(posedge clk, posedge rst)begin
		if (rst) begin
			count<=7'b0000000;
		end
		else begin
 			if(en) count <= (count+1);
		end
	end
	assign co=(count==countnum);
endmodule
module four_bit_register(input clk, rst, serin, en, output logic [3:0] PO);
	always @(posedge clk, posedge rst)begin
		if(rst)
			PO<=4'b00;
		else if(en)
			PO<={PO[2:0],serin};
	end
endmodule
module one_bit_counter(input clk, rst, en, output co);
	logic [1:0] count = 2'b00;
	always @(posedge clk, posedge rst)begin
		if(rst) count <= 2'b00;
		else if (en) count <= count+1;
	end
	assign co = count[1];
endmodule
module two_bit_counter(input clk, rst, en, output logic co);
	logic [2:0] count = 3'b000;
	always @(posedge clk, posedge rst)begin
		if(rst) count <= 3'b000;
		else if (en) count <= count+1;
	end
	assign co = count[2];
endmodule
module two_bit_register(input clk, rst, serin, en, output logic [1:0] PO);
	always @(posedge clk, posedge rst)begin
		if(rst)
			PO<=2'b00;
		else if(en)
			PO<={PO[0],serin};
	end
endmodule
--- /design/flow/run.sh ---
#!/bin/bash
# OpenROAD 26Q1-2900-gdf79404cd8, Yosys 0.63+post, stock flow scripts
make -C /OpenROAD-flow-scripts/flow DESIGN_CONFIG=/design/flow/config.mk WORK_HOME=/design/flow/orfs finish
--- /design/flow/config.mk ---
export PLATFORM = sky130hd
export DESIGN_NAME = MSSD
export DESIGN_NICKNAME = MSSD
export VERILOG_FILES = /design/flow/design.v
export SDC_FILE = /design/flow/constraint.sdc
export NUM_CORES = 4
export LEC_CHECK = 1
export CORE_AREA = 10 10 103 103
export DIE_AREA = 0 0 113 113
--- /design/flow/constraint.sdc ---
current_design MSSD

set clk_period 1.5
set clk_io_pct 0.2

create_clock -name clk0 -period $clk_period [get_ports {Clk}]

set non_clock_inputs [all_inputs -no_clocks]
set_input_delay [expr $clk_period * $clk_io_pct] -clock clk0 $non_clock_inputs
set_output_delay [expr $clk_period * $clk_io_pct] -clock clk0 [all_outputs]
==> results.txt <==
flow finished, numbers: # IOs=11, Slew Viols, Final=0, clk_skew=68.55 ps, flop2flop setup slack=-1070 ps, unrepaired setup endpoints after global routing=true, worst-margin pin slew=367.6 ps, DR iter-0 viols=38, LEAKAGE=0.9328 nW, Worst R2R Start=controller.error$_DFFE_NP0P_, Init Core Util=0.1408, Vias=890, Critical Path AT=2720 ps, Final setup viols=24, global route total overflow=0, Row Count=33, Area growth, synth to finish=71.73%, tool warnings=34, dpl cells=242, CP required=1650 ps, Num CTS Buffers=3, worst reg2reg path depth=6, Synth mux share=0.06745, Top non-seq family=simple AND/OR/NAND/NOR gates, pwr dens=1760 mW/mm², vias in the first global route=907, layout cells sized above 1=0.5613, MI comb area=713.2 µm², Root Driver=clkbuf_8, Synthesized registers=25, Total Wirelength=2.544 mm, Clock power frac=0.138, area share, top type=0.3854, maximum number of pins on one net before global-route repair=19, all-layer global routing usage=0.03983, Reg area=623.1 µm², hold crit path type=input port to asynchronous set/reset pin, Sw Pwr=1.179 mW, CTS tree=done, worst setup margin=-1073 ps, Post-synth EDFFs=1, number of unconstrained endpoints=2, die area=0.01277 mm², first-pass GRT wire length=4.347 mm, Synth Area in XOR/XNOR=0.1049, Synth area leader=dfrtp_1, Worst setup SP type=flop, CP endpoint kind=flop, worst hold margin=293.6 ps, worst skew pair latency=330 ps, Detail Route Antenna Nets=0, Die Wd=113 µm, Clock transition at path regs=80 ps, # DRC=0, pre-CTS setup slack=-1102 ps, Syn Area/Cell=11.57 µm², Main synth FF type=dfrtp_1, number of register pins that no clock reaches=1, status=finished, violations left, Mapped Area=0.001169 mm², HPWL Detailed=1.763 mm, FFs w/ async S/R, synth=0.9200, Gate power share=0.538, cell-internal power=2.354 mW, H-Tree Depth=1, RePlAce Congestion=0.8244, Synth Warn #=14, TritonRoute pass-1 iters=4, synth top area cells=dfrtp_1 (39%), dfrtn_1 (8.6%), ha_1 (7.5%), Core Area=0.008299 mm², Max-Cap Viols=0, Die Height=113 µm, Peak VDD IR=0.0006560 V, CP Class=flop to flop, Final Hold Viols=0, Slew HR=0.7549, routed vias/inst=3.423, Sw Ratio=0.3337, yosys cell count=101, Chip Area, Yosys=0.001169 mm², initial antenna violation count=0, synthesized instance count=101, setup_tns=-21670 ps, yosys simple share=0.1328, CTS Buffer Depth=2, # port buffers=10, Post-Synth Adder-Cell Area=0.07495, failing checks=setup timing, Final Power=3.532 mW, fin cells=260, sequential share of power=0.324, Reg-to-Reg End=DataPath.register2.PO[3]$_DFFE_PP0N_, # diodes=0, fill count=842, WL/cell=9.785 µm, Distinct lib cells used=33, CP Max Fanout=7, ao+oa area frac=0.06103
## registers in the layout, summed over array words and instances (netlist names)
register and cells:
DataPath.counter1.count 2, DataPath.counter2.count 3, DataPath.downcount.count 7, DataPath.register1.PO 2, DataPath.register2.PO 4, controller.donerst 1, controller.error 1, controller.outValid 1
controller.ps 4
## timing repair
action                     CTS  global route
pin swaps                    7             8
setup endpoints to repair   31            26
hold buffers                 0             0
setup buffers               10             4
resized                     31            15
## power groups by stage
stage     clock, mW  sequential, mW  combinational [mW]
4_1_cts       0.508            1.14                1.74
5_1_grt       0.542            1.19                2.07
6_report      0.487            1.15                1.90
## cell families (layout without fill, tap and decap cells)
family                     after synthesis  in the layout
buffers and inverters                    8             62
DFF                                     24             24
latches                                  1              1
xor gates and xnor gates                14             14
adders and majority gates                7              7
AOI/OAI and AO/OA                       10             10
and+or+nand+nor                         30             30
muxes                                    7              7
## Yosys cell counts (2+ instances only)
master   count
xnor2_1      6
dfrtp_1     18
a21oi_1      2
nor2_1       6
nor2b_1      2
nand4_1      2
nand2_1      9
o21ai_0      2
ha_1         7
and3_1       2
nand3_1      2
dfrtn_1      4
inv_1        6
xor2_1       8
mux2_2       7
## cell type report
cell class | instances | area share
clock buffers | 3 | 0.02057
clock inverters | 3 | 0.01247
inverters | 6 | 0.01372
multi-input cells | 68 | 0.3554
flip-flops and latches | 25 | 0.3105
well taps | 105 | 0.06546
repair buffers | 50 | 0.2219
## worst max-delay path, stage by stage (launching register included)
cell      delay [ps]
dfrtn_1          420
nor2_2            60
a222oi_1         350
and3_4           270
buf_6            100
ha_4             190
mux2_4           310
## metrics by stage
| stage | util | instance area [µm²] |
|---|---|---|
| 2_1_floorplan | - | 1255 |
| 3_3_place_gp | 0.2034 | 1688 |
| 3_5_place_dp | 0.2034 | 1688 |
| 4_1_cts | 0.2334 | 1937 |
| 5_1_grt | 0.2418 | 2007 |
| 6_report | 0.2418 | 2007 |
## cells in the final DEF (no fill, tap or decap), drive strengths merged, types with 2 or more instances in the layout
| cell | netlist | routed |
|---|---|---|
| a21oi | 2 | 2 |
| and3 | 3 | 3 |
| buf | 0 | 40 |
| clkbuf | 1 | 4 |
| clkdlybuf4s50 | 0 | 2 |
| dfrtn | 4 | 4 |
| dfrtp | 18 | 18 |
| dlygate4sd2 | 0 | 5 |
| ha | 7 | 7 |
| inv | 6 | 6 |
| mux2 | 7 | 7 |
| nand2 | 9 | 9 |
| nand3 | 2 | 2 |
| nand4 | 2 | 2 |
| nor2 | 7 | 7 |
| nor2b | 2 | 2 |
| o21ai | 2 | 2 |
| xnor2 | 6 | 6 |
| xor2 | 8 | 8 |
## routing by layer
| layer | track usage | part of all wire |
|---|---|---|
| met5 | 0 | 0 |
| met4 | 0.0008460 | 0 |
| met2 | 0.06260 | 0.45 |
| met3 | 0.01229 | 0.037 |
| met1 | 0.05574 | 0.51 |
## worst max-delay path by stage
| stage | start | end |
|---|---|---|
| 4_1_cts | controller.error$_DFFE_NP0P_ | DataPath.register2.PO[3]$_DFFE_PP0N_ |
| 5_1_grt | controller.error$_DFFE_NP0P_ | DataPath.register2.PO[3]$_DFFE_PP0N_ |
| 6_report | controller.error$_DFFE_NP0P_ | DataPath.register2.PO[3]$_DFFE_PP0N_ |
Power is estimated from default activity; no workload was simulated.
